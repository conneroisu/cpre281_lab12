`flow/constraint.sdc`:
```
current_design register_file

set clk_period 1.2
set clk_io_pct 0.2

create_clock -name clk0 -period $clk_period [get_ports {clk}]

set non_clock_inputs [all_inputs -no_clocks]
set_input_delay [expr $clk_period * $clk_io_pct] -clock clk0 $non_clock_inputs
set_output_delay [expr $clk_period * $clk_io_pct] -clock clk0 [all_outputs]
```
`flow/run.sh`:
```
#!/bin/bash
# OpenROAD 26Q1-2900-gdf79404cd8, Yosys 0.63+post, stock flow scripts
make -C /OpenROAD-flow-scripts/flow DESIGN_CONFIG=/design/flow/config.mk WORK_HOME=/design/flow/orfs finish
```
`flow/design.v`:
```
module one_bit_register (
    input wire clk,        
    input wire rst_n,      
    input wire load,       
    input wire D_in,       
    output reg Q,          
    output wire not_Q      
);
    always @(posedge clk or negedge rst_n) begin
        if (!rst_n) begin
            Q <= 1'b0;  
        end
        else if (load) begin
            Q <= D_in;  
        end
    end
    assign not_Q = ~Q;
endmodule
module four_bit_register (
    input wire clk,       
    input wire clrn,      
    input wire load,      
    input wire [3:0] D_in,   
    output wire [3:0] Q,     
    output wire [3:0] not_Q  
);
    genvar i;
    generate
        for (i = 0; i < 4; i = i + 1) begin : bit_register
            one_bit_register single_bit_reg (
                .clk(clk),
                .rst_n(clrn),
                .load(load),
                .D_in(D_in[i]),
                .Q(Q[i]),
                .not_Q(not_Q[i])
            );
        end
    endgenerate
endmodule
module decoder_3to8 (
    input wire [2:0] select,
    input wire enable,
    output reg [7:0] decode_out
);
  always_comb begin
    if (enable) begin
      case (select)
        3'b000:  decode_out = 8'b00000001;
        3'b001:  decode_out = 8'b00000010;
        3'b010:  decode_out = 8'b00000100;
        3'b011:  decode_out = 8'b00001000;
        3'b100:  decode_out = 8'b00010000;
        3'b101:  decode_out = 8'b00100000;
        3'b110:  decode_out = 8'b01000000;
        3'b111:  decode_out = 8'b10000000;
        default: decode_out = 8'b00000000;
      endcase
    end else begin
      decode_out = 8'b00000000;
    end
  end
endmodule
module mux_8to1 (
    input [3:0] in0,
    in1,
    in2,
    in3,
    in4,
    in5,
    in6,
    in7,
    input [2:0] sel,
    output reg [3:0] out
);
  always @(*) begin
    case (sel)
      3'b000:  out = in0;
      3'b001:  out = in1;
      3'b010:  out = in2;
      3'b011:  out = in3;
      3'b100:  out = in4;
      3'b101:  out = in5;
      3'b110:  out = in6;
      3'b111:  out = in7;
      default: out = 4'b0000;
    endcase
  end
endmodule
module register_file (
    input wire clk,
    input wire rst_n,
    input wire write_enable,
    input wire [2:0] write_address,
    input wire [2:0] read_address_1,
    input wire [2:0] read_address_2,
    input wire [3:0] write_data,
    output wire [3:0] read_data_1,
    output wire [3:0] read_data_2
);
  wire [7:0] decoder_out;
  wire [3:0] reg_out_0, reg_out_1, reg_out_2, reg_out_3, reg_out_4, reg_out_5, reg_out_6, reg_out_7;
  wire [3:0] reg_not_out_0, reg_not_out_1, reg_not_out_2, reg_not_out_3, reg_not_out_4;
  wire [3:0] reg_not_out_5, reg_not_out_6, reg_not_out_7;
  decoder_3to8 decoder (
      .select(write_address),
      .enable(write_enable),
      .decode_out(decoder_out)
  );
  four_bit_register reg_0 (
      .clk(clk),
      .clrn(rst_n),
      .load(decoder_out[0]),
      .D_in(write_data),
      .Q(reg_out_0),
      .not_Q(reg_not_out_0)
  );
  four_bit_register reg_1 (
      .clk(clk),
      .clrn(rst_n),
      .load(decoder_out[1]),
      .D_in(write_data),
      .Q(reg_out_1),
      .not_Q(reg_not_out_1)
  );
  four_bit_register reg_2 (
      .clk(clk),
      .clrn(rst_n),
      .load(decoder_out[2]),
      .D_in(write_data),
      .Q(reg_out_2),
      .not_Q(reg_not_out_2)
  );
  four_bit_register reg_3 (
      .clk(clk),
      .clrn(rst_n),
      .load(decoder_out[3]),
      .D_in(write_data),
      .Q(reg_out_3),
      .not_Q(reg_not_out_3)
  );
  four_bit_register reg_4 (
      .clk(clk),
      .clrn(rst_n),
      .load(decoder_out[4]),
      .D_in(write_data),
      .Q(reg_out_4),
      .not_Q(reg_not_out_4)
  );
  four_bit_register reg_5 (
      .clk(clk),
      .clrn(rst_n),
      .load(decoder_out[5]),
      .D_in(write_data),
      .Q(reg_out_5),
      .not_Q(reg_not_out_5)
  );
  four_bit_register reg_6 (
      .clk(clk),
      .clrn(rst_n),
      .load(decoder_out[6]),
      .D_in(write_data),
      .Q(reg_out_6),
      .not_Q(reg_not_out_6)
  );
  four_bit_register reg_7 (
      .clk(clk),
      .clrn(rst_n),
      .load(decoder_out[7]),
      .D_in(write_data),
      .Q(reg_out_7),
      .not_Q(reg_not_out_7)
  );
  mux_8to1 mux_read_1 (
      .in0(reg_out_0),
      .in1(reg_out_1),
      .in2(reg_out_2),
      .in3(reg_out_3),
      .in4(reg_out_4),
      .in5(reg_out_5),
      .in6(reg_out_6),
      .in7(reg_out_7),
      .sel(read_address_1),
      .out(read_data_1)
  );
  mux_8to1 mux_read_2 (
      .in0(reg_out_0),
      .in1(reg_out_1),
      .in2(reg_out_2),
      .in3(reg_out_3),
      .in4(reg_out_4),
      .in5(reg_out_5),
      .in6(reg_out_6),
      .in7(reg_out_7),
      .sel(read_address_2),
      .out(read_data_2)
  );
endmodule
```
`flow/config.mk`:
```
export PLATFORM = sky130hd
export DESIGN_NAME = register_file
export DESIGN_NICKNAME = register_file
export VERILOG_FILES = /design/flow/design.v
export SDC_FILE = /design/flow/constraint.sdc
export NUM_CORES = 4
export LEC_CHECK = 1
export CORE_UTILIZATION = 30
```
==> notes.md <==
On the backend side, the flow ran end to end.

The number of global-route vias before repair was ~1500. The worst setup path is captured at a primary output. The final layout contains routed wiring with a total length of 4.97 mm. Buffers placed on the I/O ports in this run total 23. The launch point of the critical path was reported as reg_4.bit_register[1].single_bit_reg.Q. The commonest cells after synthesis are 35 x sky130_fd_sc_hd__mux2_2, 32 x sky130_fd_sc_hd__dfrtp_1, 11 x sky130_fd_sc_hd__mux2i_1.

The total of endpoints with negative setup slack in the final report stands at 8. The actual transition at the worst max-transition pin stands at roughly 0.32 ns. The full die area stands at about 0.0064 mm². The min-delay analysis places its worst path in the category in2async. The ratio of total power to cell area stands at 1270 mW/mm². Summing over every cut layer, the via total after detailed routing is around 1500.

After detailed placement, the design holds a cell count of around 280. The top-area cell type share of the netlist area stands at 0.440. The antenna diode instance count stands at 0. The flow ran to the end, but the final reports show violations. After layout, the worst setup slack is -0.625 ns.

The number of register bits inferred by synthesis stands at 32. The commonest register cell is sky130_fd_sc_hd__dfrtp_1. The hold buffer count at CTS stands at 0. The initial antenna violation count stands at 0. The post-route cell area stands at between 0.002 and 0.003 mm². Clock skew on the completed layout was measured at 0 ns. The synthesized area per cell stands at about 13 µm².

The share of synthesized area occupied by flip-flops and latches stands at 0.440. The vertical die size stands at 79.9 µm. The average detailed-routed wire length per instance stands at approximately 17 µm. The final estimated routing congestion in global placement stands at roughly 0.87. In this run the critical register-to-register path is launched from reg_1.bit_register[0].single_bit_reg.Q. Ranked by total cell area, the synthesized netlist is headed by sky130_fd_sc_hd__dfrtp_1 44%, sky130_fd_sc_hd__mux2_2 22%, sky130_fd_sc_hd__mux4_1 8.7%. The synthesized design contains 0 enable-type register cells. The synthesized netlist contains 28 unique library cells. The share of the core area taken by cells at floorplan is 0.310. Entering global routing, the biggest net connects 33 pins. Setup repair after global routing could not meet its margin everywhere. Warnings raised by the tools during the run amount to 28. Per the OpenROAD floorplan log, the width of the die is approximately 80 µm. Derived from the worst setup path, the maximum achievable clock frequency is 548 MHz. The standby leakage power stands at 1.24 nW. Along the worst path, the maximum fanout reaches 2.

Counting flops with an async set or reset pin after synthesis yields a share of 1.00. According to the Yosys statistics, the synthesized design has a chip area of between 0.0015 and 0.002 mm². Yosys stat counts roughly 140 cells in the synthesized netlist. The iteration count of the initial detailed-routing pass stands at 4. Clock latency on the worst-skew pair, taken at its later pin, is about 0.27 ns. Across every metal layer, demand over resource in global routing totals 0.170. After the flow finishes, the layout carries non-filler instances totaling slightly below 300. The clock-pin transition on the worst setup and hold timing paths stands at around 0.060 ns. The first-pass GRT wire length stands at just under 8 mm.

The violation count after the first detailed-routing iteration stands at 57. STA classifies the critical path startpoint as a register. Looking at the clock tree report, the H-tree level count equals 2.

The placed instance area stands at 0.00247 mm². The area growth from synthesis to final layout stands at 55.2%. The most frequently used library cell after synthesis is sky130_fd_sc_hd__mux2_2. The remaining global-route overflow stands at 0. For the worst setup path, the data arrival time is about 1.6 ns. The count of warnings emitted by yosys stands at 3. Per the TritonCTS log, the buffer count is 5. The residual DRC count stands at 0. In this run the clock root is driven by a sky130_fd_sc_hd__clkbuf_8. The fraction of final layout cells with drive strength greater than 1 stands at 0.619.

After layout, the minimum clock period comes to roughly 1.8 ns. The final worst hold slack stands at about 0.33 ns. The checks that failed: negative setup slack. The number of nets with antenna violations after routing stands at 0. The end-of-flow core utilization stands at 0.480. Per the detail_route report, vias per standard cell equal about 5.0.

Per the run summary, max-cap violations total 0. The ratio of final minimum period to clock period stands at 1.52. The pre-CTS setup slack stands at -1.12 ns. The standard-cell row count stands at 28. The synthesized netlist handed to floorplanning was reported with a cell count of between 100 and 150. The post-DP HPWL stands at 3.41 mm. The number of clock sinks seen by CTS stands at 32.

After floorplanning, the core was sized to cover 0.00589 mm². The area of the mapped netlist stands at about 0.0018 mm². Of all cell types, the one taking the most synthesized area is sky130_fd_sc_hd__dfrtp_1. The relative max-transition margin stands at 0.786. The setup path with the least slack is of type reg2out. The number of max-slew violations in the final report stands at 0.

TritonCTS built the clock tree. The clock tree buffer depth stands at 2. The analysis reports a worst IR drop on VDD of around 560 µV.

The required time reported for the critical path endpoint stands at about 0.96 ns. Hold-check failures listed in the final report amount to 0. The number of top-level pins stands at 24.
-- flip-flops by register name (all words and copies together) (netlist names) --
name / cells
reg_5.bit_register.single_bit_reg.Q: 4
reg_2.bit_register.single_bit_reg.Q: 4
reg_4.bit_register.single_bit_reg.Q: 4
reg_0.bit_register.single_bit_reg.Q: 4
reg_1.bit_register.single_bit_reg.Q: 4
reg_3.bit_register.single_bit_reg.Q: 4
reg_6.bit_register.single_bit_reg.Q: 4
reg_7.bit_register.single_bit_reg.Q: 4
-- report_power, final --
group / leakage [nW] / internal, W / total [W] / switching (W)
logic: 0.819 / 0.000903 / 0.00136 / 0.000460
clock network: 0.0410 / 0.000393 / 0.000747 / 0.000354
registers: 0.384 / 0.00132 / 0.00148 / 0.000167
-- metal layers --
layer / GRT usage / part of all wire / vias up
met5: 0 / 0 / -
met3: 0.0336 / 0.064 / 5
met1: 0.253 / 0.46 / 733
met4: 0.0179 / 0.0092 / 0
met2: 0.273 / 0.46 / 47
li1: - / - / 710
-- kinds of logic (layout without fill, tap and decap cells) --
family | count (synthesis) | after routing | synth area share
buffers and inverters | 9 | 92 | 0.0261
AND/OR/NAND/NOR | 27 | 27 | 0.0927
multiplexers | 52 | 52 | 0.363
flip-flops | 32 | 32 | 0.440
AND-OR/OR-AND | 20 | 20 | 0.0783
-- final cells by class --
class | instances | area [µm²]
clock buffers | 6 | 72.6
clock inverters | 1 | 5.00
fillers | 504 | 3060
inverters | 2 | 7.51
multi-input cells | 99 | 1080
flip-flops and latches | 32 | 801
well taps | 75 | 93.8
repair buffers | 83 | 772
-- cells in the final DEF (no fill, tap or decap), types with 2 or more instances in the layout --
cell                              instances
sky130_fd_sc_hd__dlygate4sd2_1            2
sky130_fd_sc_hd__mux2_4                   4
sky130_fd_sc_hd__nand4b_1                 3
sky130_fd_sc_hd__o22a_1                   3
sky130_fd_sc_hd__inv_1                    2
sky130_fd_sc_hd__dfrtp_1                 32
sky130_fd_sc_hd__buf_12                   5
sky130_fd_sc_hd__mux4_2                   6
sky130_fd_sc_hd__a221oi_2                 3
sky130_fd_sc_hd__nand2b_1                 2
sky130_fd_sc_hd__nor3_2                   2
sky130_fd_sc_hd__mux2i_4                  2
sky130_fd_sc_hd__buf_6                   10
sky130_fd_sc_hd__clkdlybuf4s50_1          6
sky130_fd_sc_hd__mux2i_2                  4
sky130_fd_sc_hd__a21oi_1                  3
sky130_fd_sc_hd__buf_2                    9
sky130_fd_sc_hd__mux2_2                  31
sky130_fd_sc_hd__mux2i_1                  5
sky130_fd_sc_hd__buf_4                   44
sky130_fd_sc_hd__a211oi_1                 2
sky130_fd_sc_hd__nor2b_1                  2
sky130_fd_sc_hd__nor2_1                   6
sky130_fd_sc_hd__clkdlybuf4s15_1          3
sky130_fd_sc_hd__nand2_1                  5
sky130_fd_sc_hd__nor3b_2                  2
sky130_fd_sc_hd__clkbuf_8                 5
sky130_fd_sc_hd__o21ai_0                  2
sky130_fd_sc_hd__o22ai_1                  3
-- worst max-delay path: stages, from the launching register on --
cell and delay, ns:
sky130_fd_sc_hd__dfrtp_1 0.38, sky130_fd_sc_hd__buf_6 0.11, sky130_fd_sc_hd__mux4_2 0.43, sky130_fd_sc_hd__mux2_4 0.28, sky130_fd_sc_hd__buf_2 0.11
-- path summary, 6_finish.rpt --
kind	endpoint	slack, ns	cells past startpoint
min	reg_0.bit_register[0].single_bit_reg.Q	0.33	2
min in group clk0	reg_2.bit_register[2].single_bit_reg.Q	0.54	1
max reg2reg	reg_1.bit_register[0].single_bit_reg.Q	0.29	2
max in group asynchronous	reg_7.bit_register[2].single_bit_reg.Q	0.70	2
min reg2reg	reg_2.bit_register[2].single_bit_reg.Q	0.54	1
max	read_data_1[1]	-0.63	4
-- timing repair --
item,4_1_cts,5_1_grt
setup buffers,11,4
pin swaps,12,9
setup endpoints to repair,40,16
gates resized,62,20
endpoints found under the hold margin,0,0
cloned,2,0
-- per-stage QoR --
stage               setup TNS [ns]  total power [W]
floorplan                   -0.299          0.00199
global placement            -22.04          0.00263
detailed placement          -22.97          0.00265
CTS                          -4.12          0.00354
global route                 -4.42          0.00382
finish                       -3.87          0.00359
Power figures rest on the tool's default switching activity, not on a simulated workload.
