==> design.v <==
module seven_seg_decoder (
    input  wire [3:0] x,    
    output reg  [6:0] seg   
);
  always @(x) begin
    case (x)
      4'b0000: seg = 7'b0000001;   
      4'b0001: seg = 7'b1001111;   
      4'b0010: seg = 7'b0010010;   
      4'b0011: seg = 7'b0000110;   
      4'b0100: seg = 7'b1001100;   
      4'b0101: seg = 7'b0100100;   
      4'b0110: seg = 7'b0100000;   
      4'b0111: seg = 7'b0001111;   
      4'b1000: seg = 7'b0000000;   
      4'b1001: seg = 7'b0000100;   
      4'b1010: seg = 7'b0001000;   
      4'b1011: seg = 7'b1100000;   
      4'b1100: seg = 7'b0110001;   
      4'b1101: seg = 7'b1000010;   
      4'b1110: seg = 7'b0110000;   
      4'b1111: seg = 7'b0111000;   
      default: seg = 7'b1111111;   
    endcase
  end
endmodule
==> run.sh <==
#!/bin/bash
# OpenROAD 26Q1-2900-gdf79404cd8, Yosys 0.63+post, stock flow scripts
make -C /OpenROAD-flow-scripts/flow DESIGN_CONFIG=/design/flow/config.mk WORK_HOME=/design/flow/orfs finish
==> config.mk <==
export PLATFORM = sky130hd
export DESIGN_NAME = seven_seg_decoder
export DESIGN_NICKNAME = seven_seg_decoder
export VERILOG_FILES = /design/flow/design.v
export SDC_FILE = /design/flow/constraint.sdc
export NUM_CORES = 4
export LEC_CHECK = 1
export CORE_AREA = 10 10 70 70
export DIE_AREA = 0 0 80 80
==> constraint.sdc <==
current_design seven_seg_decoder

set clk_period 1.7
set clk_io_pct 0.2

create_clock -name clk0 -period $clk_period

set non_clock_inputs [all_inputs -no_clocks]
set_input_delay [expr $clk_period * $clk_io_pct] -clock clk0 $non_clock_inputs
set_output_delay [expr $clk_period * $clk_io_pct] -clock clk0 [all_outputs]
==> flow_summary.ini <==
; yosys + openroad results
[drt]
routedWlPerCell_um = 7.899
num_vias = 306
drtAntennaViolNets = 0
wl_um = 782
drt_pre_antenna_iters = 2
antenna-diode-count = 0
drcViolationCount = 0
drt_iter0_drc = 3
vias_per_cell = 3.091

[logic_synthesis]
yosysWarnings = 1
mux_share_pct = 30.70
avgSynthCellArea_um2 = 8.152
yosys_area_um2 = 269.0
yosys.area.top_type = ha_1
adder_share_pct = 32.56
ys_sh_xor_pct = 0
top_cell_area_share_pct = 32.56
synth.area.top_cells = ha_1 (33%), mux2i_1 (22%), mux4_2 (8.4%)
yosysUniqueCellTypes = 13
synth-simple-area-share_pct = 13.02
ys_cells = 33
ys_sh_aoi_pct = 13.95
top_logic_kind = adder cells
synth_area_um2 = 269.0
synthCells = 33
ys_seq_share_pct = 0

[die]
row_count = 21
initCoreUtil_pct = 7.875
die_area_um2 = 6400
die_y_um = 80
pin_count = 11
coreArea_um2 = 3416
die_w_um = 80

[layout]
flop_area_um2 = 0
fin_util_pct = 15.71
layout-drive-gt1-share_pct = 43.40
nClkBuffers = 0
syn2layout_area_growth_pct = 99.53
final.fill_count = 382
flop-count = 0
comb_area_um2 = 271.5

[timing]
drv_slew = 0
final-hold-violation-count = 0
timing.final.crit_share_pct = 98.24
whs_ns = 1.141
clock.fmax_mhz = 598.8
worst_slew_pin_slew_ns = 0.1684
fin_ws_ns = 0.02988
finalSetupViolations = 0
slew_headroom_pct = 88.45
finalWorstPathRequiredPeriod_ns = 1.670

[hold_path]
hp-start = x[3]
hold_path_class = input pin to output port

[worst_setup_path]
crit_top_cell = buf_6
cp_max_fo = 5
path_cells = buf_6, buf_6, ha_2, buf_4, mux2i_1, a21oi_2, dlygate4sd2_1
critPathRequiredTime_ns = 1.36
cp_top_family = buffers and inverters
cp_slowest_cell = dlygate4sd2_1
path_class = input pin to output port
path_buffers = 4
critPathLaunch = x[0]
cp.arrival_ns = 1.33
endpoint_kind = output port
cp_slowest_stage_delay_ns = 0.24
startpoint_type = input pin

[placement]
dp_slack_ns = -0.7452
gp_congestion = 0.7387
io_buffers = 11
dp_hpwl_um = 604.1

[power]
ir_drop_v = 0.00002944
power.density_nw_per_um2 = 204.5
p_leak_uw = 0.0002555

[grt]
grt_pass1_wl_um = 1248
grt_pass1_vias = 310
grt-ovfl-total = 0
grt_max_degree = 11
grt_util_all_layers_pct = 2.220
antenna_found_initial = 0

[flow_run]
maxCapViolCount = 0
tool_warnings = 38

[outcome]
outcome = finished, final reports clean

[clock_network]
hold_buffers = 0
[placed cells by master, fill, tap and decap left out, types with 2 or more instances in the layout]
master,synthesis,layout
ha_1,7,4
o21ai_1,2,2
inv_2,0,2
dlygate4sd2_1,0,6
buf_4,0,6
nor2_1,5,5
buf_6,1,7
ha_2,0,2
mux2i_1,6,6
[tightest hold or removal path: stages]
cell,delay [ns]
clkbuf_2,0.14
mux4_2,0.22
buf_2,0.09
[metal layers]
| metal | track usage, % | vias up | wire [um] |
|---|---|---|---|
| met5 | 0 | - | 0 |
| met4 | 0 | 0 | 0 |
| met3 | 0.4545 | 0 | 66 |
| met2 | 4.494 | 8 | 382 |
| met1 | 2.384 | 142 | 332 |
| li1 | - | 156 | - |
[cell type report]
class	instances	area share, %
inverters	3	2.098
multi-input cells	28	50.58
well taps	46	10.72
repair buffers	22	36.60
[path summary, 6_finish.rpt]
path	to	slack, ns	cells past startpoint
worst max-delay path	seg[1]	0.03	7
worst min-delay path	seg[3]	1.14	3
[synth_stat cells]
cell / number
ha_1: 7
mux2i_1: 6
nor2_1: 5
inv_1: 3
a21oi_1: 2
nand2b_1: 2
o21ai_1: 2
a32o_1: 1
buf_6: 1
clkbuf_1: 1
mux4_2: 1
nand2_1: 1
o211ai_1: 1
[report_power, final]
| part | switching [uW] | total (uW) | internal [uW] |
|---|---|---|---|
| registers | 0 | 0 | 0 |
| logic | 43.5 | 110 | 66.3 |
| clock network | 0 | 0 | 0 |
| total | 43.5 | 110 | 66.3 |
[kinds of logic (layout without fill, tap and decap cells)]
kind of cell               after synthesis  after routing
buffers and inverters                    5             25
AOI/OAI and AO/OA                        6              6
and+or+nand+nor                          8              8
adders and majority gates                7              7
muxes                                    7              7
[through the flow]
stage	cells	TNS, ns	area, um2	total power, uW
finish	99	0	536.8	109.8
detailed placement	96	-4.188	481.7	104.8
global route	99	-0.006053	536.8	122.6
floorplan	33	0	269.0	42.17
global placement	96	-4.176	481.7	103.8
CTS	99	0	518.0	105.3
[what timing repair did]
| item | 4_1_cts | 5_1_grt |
|---|---|---|
| gates resized | 31 | 5 |
| endpoints found under the setup margin | 7 | 7 |
| setup buffers | 3 | 0 |
| pin swaps | 2 | 2 |
Power figures rest on the tool's default switching activity, not on a simulated workload.
