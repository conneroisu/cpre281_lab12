File: flow/config.mk
export PLATFORM = sky130hd
export DESIGN_NAME = adder_subtractor_4bit
export DESIGN_NICKNAME = adder_subtractor_4bit
export VERILOG_FILES = /design/flow/design.v
export SDC_FILE = /design/flow/constraint.sdc
export NUM_CORES = 4
export LEC_CHECK = 1
export CORE_AREA = 10 10 70 70
export DIE_AREA = 0 0 80 80
File: flow/constraint.sdc
current_design adder_subtractor_4bit

set clk_period 2.9
set clk_io_pct 0.2

create_clock -name clk0 -period $clk_period

set non_clock_inputs [all_inputs -no_clocks]
set_input_delay [expr $clk_period * $clk_io_pct] -clock clk0 $non_clock_inputs
set_output_delay [expr $clk_period * $clk_io_pct] -clock clk0 [all_outputs]
File: flow/design.v
module adder_subtractor_4bit(
  input X3, Y3, X2, Y2, X1, Y1, X0, Y0, Control,
  output Overflow, Cout, S3, S2, S1, S0
);
  wire [3:0] X = {X3, X2, X1, X0};
  wire [3:0] Y = {Y3, Y2, Y1, Y0};
  wire [3:0] Y_controlled;
  wire [3:0] S;
  assign Y_controlled = Control ? ~Y : Y;
  fulladder_4bit fa(
    .A(X),
    .B(Y_controlled),
    .Cin(Control),
    .S(S),
    .Cout(Cout)
  );
  assign {S3, S2, S1, S0} = S;
  assign Overflow = (X3 & Y3 & ~S3) | (~X3 & ~Y3 & S3);
endmodule
module fulladder(
  input A,
  input B,
  input Cin,
  output S,
  output Cout
);
  assign S = A ^ B ^ Cin;
  assign Cout = (A & B) | (A & Cin) | (B & Cin);
endmodule
module fulladder_4bit(
  input [3:0] A,
  input [3:0] B,
  input Cin,
  output [3:0] S,
  output Cout
);
  wire [2:0] C;
  fulladder fa0(A[0], B[0], Cin, S[0], C[0]);
  fulladder fa1(A[1], B[1], C[0], S[1], C[1]);
  fulladder fa2(A[2], B[2], C[1], S[2], C[2]);
  fulladder fa3(A[3], B[3], C[2], S[3], Cout);
endmodule
File: flow/run.sh
#!/bin/bash
# OpenROAD 26Q1-2900-gdf79404cd8, Yosys 0.63+post, stock flow scripts
make -C /OpenROAD-flow-scripts/flow DESIGN_CONFIG=/design/flow/config.mk WORK_HOME=/design/flow/orfs finish
==> CHANGELOG.md <==
### Changed

* Fmax at 321 MHz
* DRT Pass-1 Iters at 4
* Ys cells at 11
* Number of diodes at 0
* Yosys Chip Area at around 120 µm²
* HPWL Detailed at 602 µm
* Antenna Nets Post-Route at 0
* Power Density at 213 mW/mm²
* GRT Util Overall at under 10%
* Worst EP arrival at 2530 ps
* Clock buffer count at 0
* CP Capture Type: output port
* Grt ovf at 0
* Status: finished, violations left
* Final Routed Wirelength at 634 µm
* Final hold viol count at 0
* Ports at 15
* Critical Path Start Type: input port
* Final min period at 3110 ps
* Vias per cell at between 2 and 2.5
* Area after DPL at 368 µm²
* Failing checks: setup timing
* Synthesized area at approximately 120 µm²
* Mean post-synth cell area at 11.1 µm²
* DIE AREA at 0.00640 mm²
* P_leak at 0.161 nW
* Core area at 0.00342 mm²
* Worst Tran Pin Value at 199 ps
* RD Place Congestion at 0.745
* Initial Utilization at 3.59%
* Largest net degree at the start of global routing at 5
* Row Count at 21
* Post-layout util at 11.2%
* First-pass GRT wire length at 972 µm
* Post-synthesis sequential area ratio at 0%
* Max-cap violations at 0
* Slew Viols, Final at 0
* Synth Warn # at 0
* Tool warnings at 34
* Die span in y at 80 µm
* Crit Path Max Fanout at 2
* Final setup vio count at 2
* # port buffers at 15
* Worst min-delay path category: in -> out
* Routed len/inst at 8.13 µm
* Cycle use final at 107%
* DRC violations left at 0
* Pre-CTS setup slack at -1130 ps
* Flop Count at 0
* RSZ-0062 raised after global routing: true
* Initial antenna violation count at 0
* Most common logic cells in the final layout: clkdlybuf4s50_1, buf_4, xor2_1
* Syn Inst Count at 11
* 1st-iter DRT viols at 1
* Layout cell share with drive strength beyond 1 at between 50% and 60%
* Final setup margin at -215 ps
* VDD IR max at 0.0300 mV
* Area Growth Syn to Fin at 213%
* Required @ worst endpoint at 2320 ps
* Die width at 80 µm
* Final instance area at 384 µm²
* Storage element area at 0 µm²
* Unique cell types at 6
* Path type of the worst setup path: in -> out
* Vias in the first global route at 176
* Worst slew margin at 86.7%
* Vias at between 150 and 200
==> synthesized netlist by cell type <==
cell type / count / share of area (%)
fa_1: 3 / 49
nand2b_1: 1 / 5.1
o22ai_1: 1 / 5.1
xor2_1: 4 / 29
mux2_2: 1 / 9.2
nand2_1: 1 / 3.1
==> per-layer routing <==
layer	GRT usage [%]	share of wire [%]
met1	2.14	41
met2	3.77	53
met3	0.341	5.8
met4	0	0
met5	0	0
==> layout make-up <==
| type | count | area, µm² |
|---|---|---|
| fill | 398 | 3030 |
| tap | 46 | 57.6 |
| multi-input combinational | 11 | 139 |
| timing repair buffer | 21 | 188 |
==> timing repair <==
item	in CTS	in global routing
hold buffers	0	0
setup buffers	2	1
gates resized	30	4
pin swaps	4	5
endpoints found under the setup margin	5	3
==> worst paths after layout <==
kind | start | endpoint | slack (ps) | cells past startpoint
setup / recovery | Y0 | Overflow | -210 | 9
hold / removal | Y0 | S0 | 1700 | 3
==> per-stage QoR <==
stage / total power, W / hold WS [ps] / std cells / TNS [ps]
global placement: 0.0000824 / 2160 / 77 / -3390
global route: 0.0000943 / 1730 / 78 / -442
finish: 0.0000818 / 1700 / 78 / -244
detailed placement: 0.0000831 / 2160 / 77 / -3440
floorplan: 0.0000143 / 1190 / 11 / 0
CTS: 0.0000860 / 1710 / 78 / -744
==> worst max-delay path, stage by stage <==
cell and delay (ps):
buf_8 100, mux2_4 290, fa_2 340, fa_2 340, fa_1 500, buf_4 110, nand2b_1 50, o22ai_1 110
buf_2 120
==> power breakdown <==
part           internal [W]  switching (W)
Combinational     0.0000572      0.0000247
Sequential                0              0
Clock                     0              0
Total             0.0000572      0.0000247
==> cell families (layout without fill, tap and decap cells) <==
group,count (synthesis),count (layout),synth area share (%)
fa+ha+maj,3,3,49.0
buf+inv,0,21,0
simple gates,2,2,8.16
mux,1,1,9.18
compound gates,1,1,5.11
xor+xnor,4,4,28.6
No activity file was given, so power comes from the tool's default toggle rates.
